`design.v`:
```
`timescale 1ns / 1ps
module tel(  
	 input clk,
    input rst,
    input startCall, 					 
    input answerCall, 					 
    input endCallCaller, 				 
    input endCallCallee, 				 
    input sendCharCaller, 				 
    input sendCharCallee, 				 
    input [7:0] charSent, 				 
    output reg [63:0] statusMsg, 	 
    output reg [63:0] sentMsg 		 
    );
	parameter IDLE = 3'd0;				 
	parameter RINGING = 3'd1;			 
	parameter REJECTED = 3'd2;  		 
	parameter CALLER_SEND = 3'd3;		 
	parameter CALLEE_SEND = 3'd4; 	 
	parameter COST = 3'd5;        	 
	parameter IDLE_OUT = "IDLE    ";
	parameter RINGING_OUT = "RINGING ";
	parameter REJECTED_OUT = "REJECTED";
	parameter CALLER_OUT = "CALLER  ";
	parameter CALLEE_OUT = "CALLEE  ";
	parameter COST_OUT = "COST    ";
	reg [2:0] state = IDLE;							
	reg [2:0] next_state = IDLE;
	reg start_counter = 0;
	reg [3:0] counter = 0;
	reg [1:0] cost_inc = 0;
	reg [31:0] cost = 0;
always @(posedge clk or posedge rst)  
begin                      
	if(rst) 
		state <= IDLE; 					 
	else 
		state <= next_state;
end
always @*
begin
	case(state)
	IDLE:  
	begin
		start_counter = 0;
		if(startCall)
			next_state = RINGING;
		else 
			next_state = IDLE;
	end
	RINGING:  
	begin
		start_counter = 1;
		if(endCallCaller | counter >= 9)
			next_state = IDLE;
		else if(endCallCallee)
		begin
			next_state = REJECTED;
			start_counter = 0;
		end
		else if(answerCall)
		begin
			next_state = CALLER_SEND;
			start_counter = 0;
		end	
		else 
			next_state = RINGING;	
	end
	REJECTED:  
	begin
		start_counter = 1;
		if(counter >= 9)
			next_state = IDLE;
		else 
			next_state = REJECTED;
	end
	CALLER_SEND:  
	begin
		start_counter = 0;
		if(endCallCallee | endCallCaller)
			next_state = COST;
		else if(charSent == 8'd127 && sendCharCaller)
			next_state = CALLEE_SEND;
		else
			next_state = CALLER_SEND;
	end
	CALLEE_SEND:  
	begin
		start_counter = 0;
		if(endCallCallee | endCallCaller)
			next_state = COST;
		else if(charSent == 8'd127 && sendCharCallee)
			next_state = CALLER_SEND;
		else
			next_state = CALLEE_SEND;
	end
	COST:  
	begin
		start_counter = 1;
		if(counter >= 4)
			next_state = IDLE;
		else 
			next_state = COST;
	end
	default:
	begin
		start_counter = 0;
		next_state = IDLE;
	end
	endcase
end
always @*  
begin
	cost_inc = 0;
	case(state)
	IDLE: 
	begin
		statusMsg = IDLE_OUT;
	end
	RINGING:
	begin
		statusMsg = RINGING_OUT;
	end 
	REJECTED:
	begin
		statusMsg = REJECTED_OUT;
	end
	CALLER_SEND:
	begin
		statusMsg = CALLER_OUT;
		if((charSent == 8'd127) & (sendCharCallee)) 
			cost_inc = 2;
		else if(sendCharCaller)
		begin
			if((charSent >= 8'd48) & (charSent <= 8'd57))  
				cost_inc = 1;
			else if(((charSent >= 8'd32) & (charSent <= 8'd47)) || ((charSent >= 8'd58) & (charSent <= 8'd127)))  
				cost_inc = 2;
			else 
				cost_inc = 0;
		end
		else
		begin
			cost_inc = 0;
		end
	end
	CALLEE_SEND:
	begin
		statusMsg = CALLEE_OUT;
		if((charSent == 8'd127) & (sendCharCaller)) 
			cost_inc = 2;
		else if(sendCharCallee)
		begin
			if((charSent >= 8'd48) & (charSent <= 8'd57))  
				cost_inc = 1;
			else if(((charSent >= 8'd32) & (charSent <= 8'd47)) || ((charSent >= 8'd58) & (charSent <= 8'd127)))  
				cost_inc = 2;
			else 
				cost_inc = 0;
		end
		else
		begin
			cost_inc = 0;
		end
	end
	COST:
	begin	
		statusMsg[7:0] = (cost & 8'd15) < 10 ? (cost & 8'd15) | 8'd48 : ((cost & 8'd15) - 10) | 8'd64;
		statusMsg[15:8] = ((cost>>4) & 8'd15) < 10 ? ((cost>>4) & 8'd15) | 8'd48 : (((cost >> 4) & 8'd15) - 10) | 8'd64;
		statusMsg[23:16] = ((cost>> 8) & 8'd15) < 10 ? ((cost>>8) & 8'd15) | 8'd48 : (((cost >> 8) & 8'd15) - 10) | 8'd64;
		statusMsg[31:24] = ((cost>>12) & 8'd15) < 10 ? ((cost>>12) & 8'd15) | 8'd48 : (((cost >>12) & 8'd15) - 10) | 8'd64;
		statusMsg[39:32] = ((cost>>16) & 8'd15) < 10 ? ((cost>>16) & 8'd15) | 8'd48 : (((cost >>16) & 8'd15) - 10) | 8'd64;
		statusMsg[47:40] = ((cost>>20) & 8'd15) < 10 ? ((cost>>20) & 8'd15) | 8'd48 : (((cost >>20) & 8'd15) - 10) | 8'd64;
		statusMsg[55:48] = ((cost>>24) & 8'd15) < 10 ? ((cost>>24) & 8'd15) | 8'd48 : (((cost >>24) & 8'd15) - 10) | 8'd64;
		statusMsg[63:56] = ((cost>>28) & 8'd15) < 10 ? ((cost>>28) & 8'd15) | 8'd48 : (((cost >>28) & 8'd15) - 10) | 8'd64;
	end
	default:  
	begin
		statusMsg = IDLE_OUT;
	end
	endcase
end
always @(posedge clk or posedge rst)  
begin
	if(rst)
	begin
		cost <= 0;
		sentMsg <= 0;
	end
	else
		begin
			cost <= cost + cost_inc;
			if(cost_inc)
				sentMsg <= {sentMsg[55:0], charSent};
			else
				sentMsg <= sentMsg;
		end
end
always @(posedge clk)
begin
	if(start_counter)
		counter = counter + 1;
	else
		counter = 0;
end
endmodule
```
`run.sh`:
```
#!/bin/bash
# OpenROAD 26Q1-2900-gdf79404cd8, Yosys 0.63+post, stock flow scripts
make -C /OpenROAD-flow-scripts/flow DESIGN_CONFIG=/design/flow/config.mk WORK_HOME=/design/flow/orfs finish
```
`config.mk`:
```
export PLATFORM = sky130hd
export DESIGN_NAME = tel
export DESIGN_NICKNAME = tel
export VERILOG_FILES = /design/flow/design.v
export SDC_FILE = /design/flow/constraint.sdc
export NUM_CORES = 4
export LEC_CHECK = 1
export CORE_UTILIZATION = 30
```
`constraint.sdc`:
```
current_design tel

set clk_period 5.9
set clk_io_pct 0.2

create_clock -name clk0 -period $clk_period [get_ports {clk}]

set non_clock_inputs [all_inputs -no_clocks]
set_input_delay [expr $clk_period * $clk_io_pct] -clock clk0 $non_clock_inputs
set_output_delay [expr $clk_period * $clk_io_pct] -clock clk0 [all_outputs]
```
==> results_dict.tcl <==
# metrics dict for downstream scripts
set metrics [dict create \
    rows 49 \
    wl_um 14500 \
    ff_type "dfrtp_1" \
    cts_tree "done" \
    cts_root_buf "clkbuf_16" \
    drv_slew 0 \
    die_w_um 140 \
    portBuffers 143 \
    grt_max_degree 61 \
    irDropWorstVdd_uv 275 \
    ys_types 60 \
    hp-class "reg -> reg" \
    cts_setup_buffers 0 \
    seq_area_sq_um 2560 \
    drc 0 \
    yosys_cells 505 \
    ys_seq_share_pct 45.0 \
    drive_above_1_share_pct 14.5 \
    worstHoldStart "counter[0]" \
    min_path_cells 1 \
    dp_hpwl_um 10700 \
    cts_made_buffers 9 \
    warnings 34 \
    cts_buffer_depth 2 \
    outcome "finished clean" \
    grt_pass1_vias 4232 \
    fmax_mhz 238 \
    ys_warn_count 1 \
    worst_ep_required_time_ns 4.72 \
    syn_area_sq_um 5690 \
    htree_levels 3 \
    rsz0062_at_grt "no" \
    min_to "counter[0]" \
    core_area_sq_um 18300 \
    die_y_um 140 \
    finalWeightedCongestion 0.914 \
    crit_path_end_kind "primary output" \
    insertion_delay_ns 0.34 \
    worstMarginPinSlew_ns 0.802 \
    largest_area_cell "dfrtp_1" \
    clk_pin_slew_ns 0.07 \
    viasPerCell 4.90 \
    area_growth_pct 34.2 \
    reg2reg_depth 11 \
    ys_area_sq_um 5690 \
    r2r-start "state[0]" \
    post_cts_resized 0 \
    max_slew_margin_pct 46.0 \
    core_util_floorplan_pct 31.1 \
    critPathLaunchType "flop" \
    clkSinkCount 103 \
    synth.avg_cell_area_sq_um 11.3 \
    grt_antenna_before_repair 0 \
    path_class "reg -> out" \
    crit_fanout 27 \
    p_leak_nw 3.45 \
    reg2reg_slack_ns 2.42 \
    lay_top_count "clkdlybuf4s50_1" \
    p_per_area_nw_per_um2 338 \
    detail_route.wl_per_cell_um 16.5 \
    fillers 1712 \
    first_iter_violations 225 \
    reg2reg_to "cost[20]" \
    grt.overflow.total 0 \
    post-route-min-period_ns 4.21 \
    totalPowerFinal_mw 2.58 \
    ys.flops 103 \
    n_antenna_cell 0 \
    top_area_share_pct 43.6 \
    grt_pass1_wl_um 23500 \
    period_used_pct 71.3 \
    fin_setup_tns_ns 0 \
    io_pins 144 \
    worstPathArrival_ns 3.03 \
    topCellsByArea "dfrtp_1 44%, mux2_4 15%, xnor2_1 5.1%, ha_1 4.4%, a21oi_1 2.4%" \
    chipArea_sq_um 19500 \
    synthCells 505 \
    ant_nets 0 \
    maxCapViolations 0 \
    fin_skew_ns 0.00763 \
    setup_viol 0 \
    drt_pass1_iterations 4 \
    num_vias 4296 \
    final_cell_mix "143 x clkdlybuf4s50_1, 99 x dfrtp_1, 55 x mux2_4" \
    track_usage_pct 15.5 \
    comb_area_sq_um 2880 \
    enable_flop_cells 0 \
    async_reset_ff_share_pct 96.1 \
    hold_buffers 0 \
    hold_viol_final 0 \
]
[state kept, by name (all words and copies together) (netlist names)]
register / flops
cost: 32
counter: 4
sentMsg: 64
state: 3
[synthesized netlist by cell type (3+ instances only)]
| cell type | instances |
|---|---|
| clkbuf_1 | 11 |
| a21o_1 | 4 |
| inv_1 | 27 |
| xnor2_1 | 33 |
| nor2_1 | 33 |
| ha_1 | 20 |
| nor2b_1 | 4 |
| buf_4 | 4 |
| nor4_1 | 12 |
| o21a_1 | 4 |
| nand2b_1 | 12 |
| nand3_1 | 16 |
| xor2_1 | 7 |
| a31oi_1 | 3 |
| nor3_1 | 7 |
| nand2_1 | 27 |
| dfxtp_1 | 4 |
| o21ai_0 | 16 |
| a211oi_1 | 4 |
| and3_1 | 11 |
| mux2_2 | 8 |
| mux2_4 | 55 |
| dfrtp_1 | 99 |
| buf_6 | 6 |
| a21oi_1 | 27 |
| nand4_1 | 10 |
[routing by layer]
layer / vias up / GRT usage (%) / share of wire (%)
met1: 2029 / 24.3 / 48
met4: 0 / 2.14 / 1.5
li1: 2061 / - / -
met3: 14 / 4.80 / 9.1
met5: - / 0 / 0
met2: 192 / 21.8 / 41
[final cells by class]
cell class	instances	share of cell area, %
multi-input combinational	351	37.7
sequential	103	33.5
timing repair buffer	151	19.5
tap	229	3.75
clock buffer	10	3.00
inverter	27	1.36
clock inverter	6	1.18
[worst max-delay path, stage by stage, from the launching register on]
cell             delay (ns)
dfrtp_1                0.36
buf_4                  0.22
nor2b_1                0.39
nand2_1                0.43
buf_4                  0.32
nor4_1                 0.40
clkdlybuf4s50_1        0.55
[stage by stage]
| step | instance area, sq um | cells | setup slack (ns) | hold slack [ns] | utilization [%] |
|---|---|---|---|---|---|
| after floorplan | 5690 | 505 | 2.13 | 0.445 | - |
| after global placement | 7320 | 861 | 1.48 | 0.455 | 40.0 |
| after detailed placement | 7320 | 861 | 1.38 | 0.472 | 40.0 |
| after CTS | 7630 | 877 | 1.64 | 0.488 | 41.8 |
| after global routing | 7630 | 877 | 1.42 | 0.527 | 41.8 |
| final | 7630 | 877 | 1.69 | 0.483 | 41.8 |
[worst max path at each step]
stage / start / end / slack [ns] / cells past startpoint
after CTS: state[1] / statusMsg[23] / 1.64 / 6
after global routing: sendCharCallee / cost[24] / 1.42 / 11
final: state[1] / statusMsg[23] / 1.69 / 6
[cell families after synthesis]
group	after synthesis	synth area share [%]
simple gates	151	14.7
flops	103	45.0
compound gates	75	8.67
mux	64	16.3
buf+inv	51	4.47
xor+xnor	40	6.16
fa+ha+maj	21	4.75
[power by group]
part	total, mW	internal (mW)	switching [mW]
Clock	0.630	0.374	0.256
Sequential	0.889	0.805	0.0843
Combinational	1.06	0.649	0.414
Total	2.58	1.83	0.754
